`config.mk`:
```
export PLATFORM = sky130hd
export DESIGN_NAME = Hex_Keypad_Encoder
export DESIGN_NICKNAME = Hex_Keypad_Encoder
export VERILOG_FILES = /design/flow/design.v
export SDC_FILE = /design/flow/constraint.sdc
export NUM_CORES = 4
export LEC_CHECK = 1
export CORE_AREA = 10 10 70 70
export DIE_AREA = 0 0 80 80
```
`constraint.sdc`:
```
current_design Hex_Keypad_Encoder

set clk_period 2.7
set clk_io_pct 0.2

create_clock -name clk0 -period $clk_period [get_ports {clock}]

set non_clock_inputs [all_inputs -no_clocks]
set_input_delay [expr $clk_period * $clk_io_pct] -clock clk0 $non_clock_inputs
set_output_delay [expr $clk_period * $clk_io_pct] -clock clk0 [all_outputs]
```
`design.v`:
```
`timescale 1ns / 1ps
module Hex_Keypad_Encoder(
    input [3:0] Row,
    input S_Row,
    input clock,
    input reset,
    output reg [3:0] Code,
    output Valid,
    output reg [3:0] Col
    );
    reg [5: 0] state, next_state;
    parameter S_0 = 6'b000001, S_1 = 6'b000010, S_2 = 6'b000100;
    parameter S_3 = 6'b001000, S_4 = 6'b010000, S_5 = 6'b100000;
    assign Valid = ((state == S_1) || (state == S_2) || (state == S_3) || (state == S_4)) && Row;
    always @ (Row or Col)
    case ({Row, Col})
        8'b0001_0001: Code = 0; 
        8'b0001_0010: Code = 1;
        8'b0001_0100: Code = 2; 
        8'b0001_1000: Code = 3;
        8'b0010_0001: Code = 4; 
        8'b0010_0010: Code = 5;
        8'b0010_0100: Code = 6;
        8'b0010_1000: Code = 7;
        8'b0100_0001: Code = 8;
        8'b0100_0010: Code = 9;
        8'b0100_0100: Code = 10;         
        8'b0100_1000: Code = 11;         
        8'b1000_0001: Code = 12;         
        8'b1000_0010: Code = 13;         
        8'b1000_0100: Code = 14;         
        8'b1000_1000: Code = 15;         
        default: Code = 0;                      
    endcase
    always @(posedge clock or posedge reset)
    if (reset) state <= S_0;
    else state <= next_state;
    always@ (state or S_Row or Row)                  
    begin next_state = state; Col = 0;
    case (state)
        S_0: begin Col = 15; if (S_Row) next_state =S_1; end
        S_1: begin Col = 1; if (Row) next_state = S_5; else next_state = S_2; end
        S_2: begin Col = 2; if (Row) next_state = S_5; else next_state = S_3; end
        S_3: begin Col = 4; if (Row) next_state = S_5; else next_state= S_4; end
        S_4: begin Col = 8; if (Row) next_state = S_5; else next_state = S_0; end
        S_5: begin Col = 15; if (Row ==0) next_state = S_0; end
    endcase
    end
endmodule
```
`run.sh`:
```
#!/bin/bash
# OpenROAD 26Q1-2900-gdf79404cd8, Yosys 0.63+post, stock flow scripts
make -C /OpenROAD-flow-scripts/flow DESIGN_CONFIG=/design/flow/config.mk WORK_HOME=/design/flow/orfs finish
```
==> results.sh <==
# implementation run metrics
export IMPL_status="complete, no violations"
export IMPL_cts_root_buf="clkbuf_4"
export IMPL_tightest_slew_ns=0.4418
export IMPL_portBuffers=15
export IMPL_setup_viol=0
export IMPL_via_count=419
export IMPL_crit_chain="dlygate4sd2_1 -> or4_1 -> nor3_2 -> clkdlybuf4s50_1"
export IMPL_drive_gt1_frac=0.2647
export IMPL_whs_ns=0.5020
export IMPL_maxSlewViolCount=0
export IMPL_cts_made_buffers=3
export IMPL_synth_flops=6
export IMPL_via_per_inst=3.675
export IMPL_pwr_density_cell_nw_per_um2=378.8
export IMPL_rsz0062_at_grt="false"
export IMPL_ios=16
export IMPL_ys_sh_xor=0.1084
export IMPL_crit_buf_inv=2
export IMPL_wire_per_inst_um=10.39
export IMPL_p_leak_nw=0.3086
export IMPL_postLayoutCellArea_um2=719.4
export IMPL_p_total_uw=272.5
export IMPL_relSlewSlack=0.7037
export IMPL_worstSetupPathType="primary input to primary output"
export IMPL_final_util=0.2106
export IMPL_yosys_area_share_aoi=0.06192
export IMPL_fin_crit_sh=0.9534
export IMPL_crit_family="buffers and inverters"
export IMPL_fa_ha_area_frac=0
export IMPL_wl_um=1185
export IMPL_hold_violations=0
export IMPL_synth_cell_area_um2=404.1
export IMPL_worstSkewPairLatency_ns=0.24
export IMPL_synth_avg_cell_area_um2=8.981
export IMPL_ir_drop_mv=0.07375
export IMPL_cts_tree="done"
export IMPL_initial_core_util=0.1183
export IMPL_cts_max_level=1
export IMPL_clock_sinks=6
export IMPL_ys_sh_mux=0
export IMPL_fin_crit_ns=2.574
export IMPL_ys_seq_frac=0.3746
export IMPL_dp_hpwl_um=947.6
export IMPL_ys_types=18
export IMPL_ant_nets=0
export IMPL_area_growth_pct=78.02
export IMPL_drc=0
export IMPL_arrival_ns=2.03
export IMPL_grt_pass1_vias=404
export IMPL_crit_path_end_kind="primary output"
export IMPL_grt_use_total=0.03464
export IMPL_final_cell_mix="clkdlybuf4s50_1, buf_4, dfrtp_1"
export IMPL_row_count=21
export IMPL_grt_overflow=0
export IMPL_synthCells=45
export IMPL_top_register="state"
export IMPL_cp_max_fo=5
export IMPL_place_gp_congestion=0.7365
export IMPL_finClkSkew_ns=0.004775
export IMPL_cp_start_kind="primary input"
export IMPL_clk_pin_slew_ns=0.05
export IMPL_maxCapViolCount=0
export IMPL_largestRegisters="state: 6 flops"
export IMPL_cp_slowest_cell="or4_1"
export IMPL_cts_buffer_depth=2
export IMPL_max_freq_mhz=388.5
export IMPL_antenna_found_initial=0
export IMPL_dr_pass1_iters=4
export IMPL_grt_max_degree=9
export IMPL_largest_reg_flops=6
export IMPL_ys_cells=45
export IMPL_die_x_um=80
export IMPL_warning_count=25
export IMPL_ys_warn_count=1
export IMPL_die_h_um=80
export IMPL_cts_hold_fix_buffers=0
export IMPL_core_area_um2=3416
export IMPL_synth_simple_area_share=0.3994
export IMPL_num_antenna_cells=0
export IMPL_cp_required_ns=2.16
export IMPL_drt_iter0_markers=20
export IMPL_chip_area_um2=6400
export IMPL_final_common_cell="clkdlybuf4s50_1"
export IMPL_grt_pass1_wl_um=1828
export IMPL_ys_chip_area_um2=404.1
export IMPL_topCombFamilyByArea="simple AND/OR/NAND/NOR gates"
export IMPL_slowest_delay_ns=0.55
export IMPL_place_area_um2=649.4
export IMPL_min_path_type="primary input to asynchronous set/reset pin"
==> cell families (layout without fill, tap and decap cells) <==
group / count (synthesis) / count (layout)
xor+xnor: 5 / 5
simple gates: 25 / 25
buf+inv: 5 / 28
compound gates: 4 / 4
flops: 6 / 6
==> metrics by stage <==
stage          instances  worst slack, ns  setup TNS (ns)
6_report             114           0.1258               0
4_1_cts              114          0.02856               0
5_1_grt              114          0.03005               0
2_1_floorplan         45            1.042               0
3_5_place_dp         110          -0.1511         -0.3560
3_3_place_gp         110         -0.07476         -0.1994
==> worst paths after layout <==
path,to,cells past startpoint,from,slack [ns]
max,Code[2],4,Row[2],0.13
min,state[2]$_DFF_PP0_,2,reset,0.50
max reg2reg,state[1]$_DFF_PP0_,3,state[2]$_DFF_PP0_,1.41
min reg2reg,state[0]$_DFF_PP1_,2,state[0]$_DFF_PP1_,0.53
max in group asynchronous,state[0]$_DFF_PP1_,2,reset,1.94
min in group clk0,state[0]$_DFF_PP1_,2,state[0]$_DFF_PP1_,0.53
==> worst reg2reg max path, stage by stage, from the launching register on <==
cell and delay (ns):
dfrtp_1 0.46, or4_1 0.56, nor2_1 0.11, nor2_1 0.05
==> final cells by class <==
class | count | area (µm²)
fillers | 382 | 2696
multi-input cells | 34 | 272.8
repair buffers | 22 | 203.9
flip-flops and latches | 6 | 151.4
well taps | 46 | 57.56
clock buffers | 4 | 26.28
inverters | 2 | 7.507
==> cells in the mapped netlist <==
| cell type | instances | area share |
|---|---|---|
| nor4_2 | 1 | 0.031 |
| o21ai_0 | 2 | 0.025 |
| dfrtp_1 | 5 | 0.31 |
| buf_2 | 3 | 0.037 |
| nor3_1 | 1 | 0.012 |
| a211oi_1 | 2 | 0.037 |
| nor4_1 | 3 | 0.046 |
| or3_1 | 4 | 0.062 |
| nor2b_1 | 1 | 0.015 |
| nand2_1 | 1 | 0.0093 |
| nor2_1 | 4 | 0.037 |
| or4_1 | 2 | 0.037 |
| nor4b_1 | 4 | 0.087 |
| dfstp_2 | 1 | 0.065 |
| inv_1 | 2 | 0.019 |
| and2_1 | 4 | 0.062 |
| xor2_1 | 2 | 0.043 |
| xnor2_1 | 3 | 0.065 |
==> where the power goes <==
group	internal [mW]	switching, mW	total (mW)
logic	0.0520	0.0267	0.0787
registers	0.0960	0.00977	0.106
clock network	0.0560	0.0320	0.0880
total	0.204	0.0685	0.273
==> what timing repair did <==
action	4_1_cts	5_1_grt
setup buffers	0	0
gates resized	8	6
setup endpoints to repair	4	2
pin swaps	2	3
==> routing by layer <==
| metal | vias up | wire, µm | track usage |
|---|---|---|---|
| li1 | 209 | - | - |
| met1 | 192 | 453 | 0.03898 |
| met2 | 16 | 580 | 0.05538 |
| met3 | 2 | 124 | 0.01818 |
| met4 | 0 | 27 | 0.01056 |
| met5 | - | 0 | 0 |
Power is estimated from default activity; no workload was simulated.
