File: flow/run.sh
#!/bin/bash
# OpenROAD 26Q1-2900-gdf79404cd8, Yosys 0.63+post, stock flow scripts
make -C /OpenROAD-flow-scripts/flow DESIGN_CONFIG=/design/flow/config.mk WORK_HOME=/design/flow/orfs finish
File: flow/config.mk
export PLATFORM = sky130hd
export DESIGN_NAME = Row_Signal
export DESIGN_NICKNAME = Row_Signal
export VERILOG_FILES = /design/flow/design.v
export SDC_FILE = /design/flow/constraint.sdc
export NUM_CORES = 4
export LEC_CHECK = 1
export CORE_AREA = 10 10 70 70
export DIE_AREA = 0 0 80 80
File: flow/constraint.sdc
current_design Row_Signal

set clk_period 1.2
set clk_io_pct 0.2

create_clock -name clk0 -period $clk_period

set non_clock_inputs [all_inputs -no_clocks]
set_input_delay [expr $clk_period * $clk_io_pct] -clock clk0 $non_clock_inputs
set_output_delay [expr $clk_period * $clk_io_pct] -clock clk0 [all_outputs]
File: flow/design.v
`timescale 1ns / 1ps
module Row_Signal(
    input [15:0] Key,
    input [3:0] Col,
    output reg [3:0] Row
    );
    always @(Key or Col) begin                                   
    Row[0] =  Key[0] && Col[0] || Key[1] && Col[1] || Key[2] && Col[2] || Key[3] && Col[3];
    Row[1] =  Key[4] && Col[0] || Key[5] && Col[1] || Key[6] && Col[2] || Key[7] && Col[3];
    Row[2] =  Key[8] && Col[0] || Key[9] && Col[1] || Key[10] && Col[2] || Key[11] && Col[3];
    Row[3] =  Key[12] && Col[0] || Key[13] && Col[1] || Key[14] && Col[2] || Key[15] && Col[3];
    end
endmodule
==> impl_metrics.env <==
# implementation run metrics
export IMPL_hold_start="Key[13]"
export IMPL_ys_warnings_count=1
export IMPL_nFillCells=412
export IMPL_layout_min_cycle_time_ps=1151
export IMPL_top_cells_by_count="a22oi_1, nand2_1"
export IMPL_log_warning_count=32
export IMPL_drv_cap=0
export IMPL_drt_initial_drc_count=3
export IMPL_seq_cell_count=0
export IMPL_yosys_cell_count_top_type="a22oi_1"
export IMPL_grt_max_degree=5
export IMPL_p_clk_frac=0
export IMPL_antenna_found_initial=0
export IMPL_routedWlPerCell_um=10.34
export IMPL_drive_gt1_frac=0.1944
export IMPL_relSlewSlack=0.8833
export IMPL_core_area_sq_mm=0.003416
export IMPL_postSynthSeqShare=0
export IMPL_synth_distinct_cells=2
export IMPL_hold_violations=0
export IMPL_p_switching_w=0.00002908
export IMPL_antenna_cells=0
export IMPL_drt_wl_total_um=848
export IMPL_outcome="finished, final reports clean"
export IMPL_initial_core_util=0.02198
export IMPL_fmax_mhz=869.0
export IMPL_grt_util_met3=0.009091
export IMPL_swShare=0.3463
export IMPL_pre_cts_slack_ps=-503.5
export IMPL_max_stage_delay_ps=280
export IMPL_synth_area_sq_um=75.07
export IMPL_rows=21
export IMPL_combGateArea_sq_um=90.09
export IMPL_ir_drop_mv=0.01855
export IMPL_ios=24
export IMPL_postRouteAntennaNets=0
export IMPL_grt_pass1_vias=228
export IMPL_flop_area_sq_um=0
export IMPL_path_cells="dlygate4sd2_1, a22oi_1, nand2_1, buf_2"
export IMPL_grt_usage=0.02447
export IMPL_synth_area_top_cells="a22oi_1, nand2_1"
export IMPL_leakagePower_nw=0.1505
export IMPL_chipArea_sq_mm=0.006400
export IMPL_hold_buffers=0
export IMPL_slowest_stage="dlygate4sd2_1"
export IMPL_grt_pass1_wl_mm=1.207
export IMPL_p_total_w=0.00008398
export IMPL_top_cell_area_share=0.8000
export IMPL_port_buffers=24
export IMPL_synth_largest_area_cell="a22oi_1"
export IMPL_worstSetupStartpointType="input pin"
export IMPL_hold_slack_ps=864.8
export IMPL_post_route_drc_count=0
export IMPL_place_congestion=0.8125
export IMPL_setup_ws_ps=49.21
export IMPL_holdPathEnd="Row[3]"
export IMPL_p_comb_frac=1.000
export IMPL_ys_cells=12
export IMPL_top_usage_layer="met2"
export IMPL_area_growth_pct=356.7
export IMPL_finalClockPeriodUsage=0.9590
export IMPL_grt_use_met2=0.04494
export IMPL_cp_max_fo=4
export IMPL_first_pass_iters=2
export IMPL_maxSlewViolCount=0
export IMPL_hold_depth=4
export IMPL_gr_total_overflow=0
export IMPL_fp_dieW_um=80
export IMPL_nClkBuffers=0
export IMPL_yosys_stat_area_sq_um=75.07
export IMPL_worst_pin_slew_ps=175.1
export IMPL_crit_path_end_kind="output pin"
export IMPL_crit_type="input pin to output pin"
export IMPL_rsz0062_at_grt="no"
export IMPL_avgSynthCellArea_sq_um=6.256
export IMPL_crit_arrival_ps=910
export IMPL_vias=204
export IMPL_avgViaCountPerCell=2.488
export IMPL_powerDensity_mw_per_mm2=245.0
export IMPL_crit_required_ps=960
export IMPL_internal_power_w=0.00005490
export IMPL_syn_inst=12
export IMPL_die_h_um=80
export IMPL_seq_power_share=0
export IMPL_setup_viol=0
export IMPL_use_met1=0.02769
export IMPL_hold_class="input pin to output pin"
cell families after synthesis:
group,Yosys count,synth area share
AOI/OAI and AO/OA,8,0.8000
and+or+nand+nor,4,0.1999
worst max-delay path: cells and delay by family:
kind | cells | cell delay, ps
buffers and inverters | 2 | 400
AND-OR/OR-AND | 1 | 200
AND/OR/NAND/NOR | 1 | 70
power by group through the flow:
stage	combinational [W]	sequential [W]	clock (W)
after CTS	0.0000868	0	0
after global routing	0.0000939	0	0
final	0.0000840	0	0
metrics by stage:
| step | cells | util | TNS [ps] | cell area [sq um] |
|---|---|---|---|---|
| floorplan | 12 | - | 0 | 75.07 |
| global placement | 82 | 0.1092 | -1922 | 372.9 |
| detailed placement | 82 | 0.1092 | -1923 | 372.9 |
| CTS | 82 | 0.1004 | 0 | 342.8 |
| global route | 82 | 0.1004 | 0 | 342.8 |
| finish | 82 | 0.1004 | 0 | 342.8 |
metal layers:
layer  part of all wire  wire length (um)
met4                  0                 0
met5                  0                 0
met1               0.37               317
met2               0.48               410
met3               0.14               119
worst max-delay path by stage:
stage / from / end / slack, ps / cells past startpoint
CTS: Col[0] / Row[0] / 30 / 4
global route: Col[2] / Row[1] / 7 / 4
finish: Col[2] / Row[0] / 50 / 4
area by class of cell:
type / instances / share of cell area
well taps: 46 / 0.1679
multi-input cells: 12 / 0.2628
repair buffers: 24 / 0.5693
timing repair:
| item | CTS | global route |
|---|---|---|
| setup endpoints to repair | 4 | 3 |
| setup buffers | 0 | 0 |
| pin swaps | 11 | 2 |
| cloned | 0 | 0 |
| resized | 35 | 0 |
layout by cell type (no fill, tap or decap):
cell type      count
nand2_1            4
dlygate4sd2_1     20
a22oi_1            5
a22oi_2            3
buf_2              4
Power is estimated from default activity; no workload was simulated.
